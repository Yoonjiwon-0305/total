<file path="./run.sh">
#!/bin/bash
# OpenROAD 26Q1-2900-gdf79404cd8, Yosys 0.63+post, stock flow scripts
make -C /OpenROAD-flow-scripts/flow DESIGN_CONFIG=/design/flow/config.mk WORK_HOME=/design/flow/orfs finish
</file>
<file path="./constraint.sdc">
current_design sender

set clk_period 6.8
set clk_io_pct 0.2

create_clock -name clk0 -period $clk_period [get_ports {clk}]

set non_clock_inputs [all_inputs -no_clocks]
set_input_delay [expr $clk_period * $clk_io_pct] -clock clk0 $non_clock_inputs
set_output_delay [expr $clk_period * $clk_io_pct] -clock clk0 [all_outputs]
</file>
<file path="./design.v">
`timescale 1ns / 1ps
module sender (
    input         clk,
    input         rst,
    input  [ 1:0] i_c_mode,
    input         i_start,
    input  [31:0] i_dec_data,
    input         i_sender_ready,
    output [ 7:0] send_data,
    output        send_valid
);
    localparam IDLE = 0, SKIP_ZERO = 1, TIME = 2, SR04 = 3, DHT11 = 4, STOP = 5;
    localparam ASCII_0 = 8'h30, ASCII_LF = 8'h0a, 
            ASCII_PERSENT = 8'h25, ASCII_C = 8'h43, ASCII_DOT = 8'h2e , ASCII_COLON = 8'h3a, ASCII_M = 8'h6d, ASCII_TAB = 8'h09;
    reg [2:0] c_state, n_state;
    reg [3:0] send_cnt_reg, send_cnt_next;   
    reg [7:0] send_data_reg, send_data_next;
    reg [31:0] dec_data_reg, dec_data_next;
    reg send_push_reg, send_push_next;
    assign send_data  = send_data_reg;
    assign send_valid = send_push_reg;
    always @(posedge clk or posedge rst) begin
        if (rst) begin
            c_state       <= IDLE;
            dec_data_reg  <= 64'b0;
            send_cnt_reg  <= 0;
            send_push_reg <= 1'b0;
            send_data_reg <= 8'b0;
        end else begin
            c_state       <= n_state;
            dec_data_reg  <= dec_data_next;
            send_cnt_reg  <= send_cnt_next;
            send_push_reg <= send_push_next;
            send_data_reg <= send_data_next;
        end
    end
    always @(*) begin
        n_state        = c_state;
        dec_data_next  = dec_data_reg;
        send_cnt_next  = send_cnt_reg;
        send_push_next = send_push_reg;
        send_data_next = send_data_reg;
        case (c_state)
            IDLE: begin
                send_push_next = 1'b0;
                send_cnt_next  = 0;
                dec_data_next  = i_dec_data;
                send_data_next = 8'b0;
                if (i_sender_ready) begin
                    if (i_start) begin
                        n_state = SKIP_ZERO;
                    end
                end
            end
            SKIP_ZERO: begin
                if (dec_data_reg[31:28] == 4'b0) begin
                    dec_data_next = {dec_data_reg[27:0], 4'b0};
                    send_cnt_next = send_cnt_reg + 1;
                end else begin
                    if (i_c_mode == 3) begin
                        n_state = DHT11;
                    end else if (i_c_mode == 2) begin
                        n_state = SR04;
                    end else begin
                        n_state = TIME;
                    end
                end
            end
            TIME: begin
                if (i_sender_ready) begin
                    if (send_cnt_reg == 11) begin
                        n_state = STOP;
                        send_push_next = 1'b0;
                    end else if ((send_cnt_reg == 2)||(send_cnt_reg == 5)||(send_cnt_reg == 8))begin
                        send_push_next = 1'b1;
                        send_data_next = ASCII_COLON;
                        send_cnt_next  = send_cnt_reg + 1;
                    end else begin
                        send_push_next = 1'b1;
                        send_data_next = {4'b0, dec_data_reg[31:28]} + ASCII_0;
                        dec_data_next  = {dec_data_reg[27:0], 4'b0};
                        send_cnt_next  = send_cnt_reg + 1;
                    end
                end else begin
                    send_push_next = 1'b0;
                end
            end
            SR04: begin
                if (i_sender_ready) begin
                    if (send_cnt_reg == 9) begin
                        n_state = STOP;
                        send_data_next = ASCII_M;
                        send_push_next = 1'b1;
                    end else if (send_cnt_reg == 6) begin
                        send_push_next = 1'b1;
                        send_data_next = ASCII_DOT;
                        send_cnt_next  = send_cnt_reg + 1;
                    end else begin
                        send_push_next = 1'b1;
                        send_data_next = {4'b0, dec_data_reg[31:28]} + ASCII_0;
                        dec_data_next  = {dec_data_reg[27:0], 4'b0};
                        send_cnt_next  = send_cnt_reg + 1;
                    end
                end else begin
                    send_push_next = 1'b0;
                end
            end
            DHT11: begin
                if (i_sender_ready) begin
                    if (send_cnt_reg == 12) begin
                        n_state = STOP;
                        send_data_next = ASCII_C;
                        send_push_next = 1'b1;
                    end else if ((send_cnt_reg == 2) ||(send_cnt_reg == 9)) begin
                        send_push_next = 1'b1;
                        send_data_next = ASCII_DOT;
                        send_cnt_next  = send_cnt_reg + 1;
                    end else if (send_cnt_reg == 5) begin
                        send_push_next = 1'b1;
                        send_data_next = ASCII_PERSENT;
                        send_cnt_next  = send_cnt_reg + 1;
                    end else if (send_cnt_reg == 6) begin
                        send_push_next = 1'b1;
                        send_data_next = ASCII_TAB;
                        send_cnt_next  = send_cnt_reg + 1;
                    end else begin
                        send_push_next = 1'b1;
                        send_data_next = {4'b0, dec_data_reg[31:28]} + ASCII_0;
                        dec_data_next  = {dec_data_reg[27:0], 4'b0};
                        send_cnt_next  = send_cnt_reg + 1;
                    end
                end else begin
                    send_push_next = 1'b0;
                end
            end
            STOP: begin
                if (i_sender_ready) begin
                    send_push_next = 1'b1;
                    send_data_next = ASCII_LF;
                    n_state = IDLE;
                end else begin
                    send_push_next = 1'b0;
                end
            end
        endcase
    end
endmodule
</file>
<file path="./config.mk">
export PLATFORM = sky130hd
export DESIGN_NAME = sender
export DESIGN_NICKNAME = sender
export VERILOG_FILES = /design/flow/design.v
export SDC_FILE = /design/flow/constraint.sdc
export NUM_CORES = 4
export LEC_CHECK = 1
export CORE_UTILIZATION = 30
</file>
==> out/metrics.cfg <==
[logic_synthesis]
synth.cell_area_um2=2897
synthFlopType=dfrtp_1
synth_warnings=1
avgSynthCellArea_um2=11.10
async_flop_share_pct=100.0
ys_types=43
synth_seq_share_pct=43.24
ys.flops=50
yosysCellCount=261
postSynthCellCount=261
edf_count=0
synth-area-yosys_um2=2897

[final_timing]
setup-tns-final_ns=0
slew_viol_final=0
rsz0062_at_grt=false
hold_viol_final=0
max_slew.worst_pin.slew_ns=0.6889
slew_headroom_pct=54.08
fmax_mhz=299.5
clock_skew_ns=0.009139
min_period_over_period_pct=49.11
finalWorstPathRequiredPeriod_ns=3.339
finalSetupViolCount=0

[drt]
ant_nets=0
viasPerCell=4.942
wl_per_cell_um=13.89
drt-total-wl_um=5974
num_vias=2125
dr.first_iter.drc_count=140
route.detailed.drc=0
drt_pre_antenna_iters=4
n_antenna_cell=0

[global_route]
grt_pass1_vias=1981
antenna_found_initial=0
grt_pass1_wl_um=10170
overflow=0
grt_start_max_net_pins=51
track_usage_pct=12.77

[cells_and_area]
syn_to_final_growth_pct=23.24
finalNonFillerCells=430
largest_reg_flops=32
drive_gt1_share_pct=22.59

[setup_path]
worstSetupStartpointType=input pin
cp_max_fo=32
cp_top_family=buffers and inverters
cp_slowest_cell=clkdlybuf4s50_1
criticalPathCategory=in2reg
r2r_cells=6
path_depth=6
slowest_delay_ns=0.71
crit_arrival_ns=3.54
critPathRequiredTime_ns=7.00
cp_cell_sequence=clkdlybuf4s50_1 -> o221ai_1 -> nor3b_4 -> o211ai_4 -> buf_4 -> mux2_4
path_buffers=2
endpoint_kind=flop

[pwr]
leakagePower_nw=1.612
power_frac_seq_pct=37.2
pwr-share-clk_pct=15.9
power_mw=1.432
p_per_area_nw_per_um2=401.2
ir_drop_uv=223.1
power_switching_mw=0.5308
sw_frac_of_total_pct=37.06
combPwrFrac_pct=46.8
internal_power_mw=0.9014

[clock_tree]
cts_tree=yes
clk_pin_slew_worst_paths_ns=0.10
cts-root-buf=clkbuf_8
cts_made_buffers=5
clock_sinks=50
cts_hold_buffers=0
cts_resized=0
htreeDepth=2
clockBufferDepth=2
clk_latency_ns=0.31
cts_setup_buffers=0

[floorplanning]
die_x_um=100.3
dieHeight_um=100.3
io_pins=47
placementRows=35
die-area_um2=10050
fp-utilization_pct=31.20
coreArea_um2=9284

[place]
place.port_buffers=45
hpwl_um=4049
dp.cells=422
gp_congestion=0.8319

[run]
maxCapViolCount=0
warnings=28

[hold_path]
hold_depth=2
hold_class=reg2reg

[status]
status=finished clean

==> Yosys cell counts, types with 4 or more instances <==
cell | count | area, um2
nand2b_1 | 5 | 31.28
clkbuf_1 | 9 | 33.78
mux2i_1 | 9 | 90.09
mux2_4 | 25 | 375.4
ha_1 | 4 | 50.05
o21ai_0 | 15 | 75.07
nand2_1 | 25 | 93.84
nor2_1 | 11 | 41.29
inv_1 | 12 | 45.04
o221ai_1 | 4 | 35.03
dfrtp_1 | 49 | 1226
nand3_1 | 11 | 55.05
a22o_1 | 4 | 35.03
mux2_2 | 27 | 304.0
a21oi_1 | 9 | 45.04
==> logic make-up after synthesis <==
kind of cell	after synthesis	share of synthesized area [%]
muxes	61	26.57
AOI/OAI and AO/OA	49	11.97
and+or+nand+nor	68	11.75
other	1	0.1295
adders and majority gates	4	1.728
DFF	50	43.24
buffers and inverters	28	4.622
==> worst reg2reg max path, stage by stage, from the launching register on <==
cell      delay (ns)
dfrtp_1         0.58
or4_1           0.69
o221ai_1        0.32
nor3b_4         0.13
o211ai_4        0.11
buf_4           0.50
mux2_2          0.41
==> power groups by stage <==
stage	Clock (mW)	Sequential (mW)	Combinational (mW)
CTS	0.237	0.531	0.677
global route	0.246	0.551	0.742
finish	0.228	0.533	0.671
==> final cells by class <==
type | count | area (um2)
multi-input combinational | 183 | 1516
clock inverter | 2 | 38.79
tap | 129 | 161.4
timing repair buffer | 48 | 473.0
inverter | 12 | 45.04
fill | 912 | 5714
sequential | 50 | 1252
clock buffer | 6 | 82.58
==> cell usage in the layout, fill, tap and decap left out, types with 2 or more instances in the layout <==
master	n
a21oi_1	9
a22o_1	4
a32o_1	3
and3_1	3
buf_4	3
clkbuf_8	6
clkdlybuf4s50_1	45
dfrtp_1	49
ha_1	4
inv_1	11
mux2_2	27
mux2_4	25
mux2i_1	9
nand2_1	25
nand2b_1	5
nand3_1	11
nand3b_1	3
nor2_1	11
nor2b_1	2
nor3_1	2
o21ai_0	15
o221ai_1	4
o22ai_1	2
or4_1	2
==> through the flow <==
stage | util [%] | worst slack, ns | hold WS [ns] | area [um2]
after floorplan | - | 4.163 | 0.4257 | 2897
after global placement | 37.14 | 3.150 | 0.4634 | 3448
after detailed placement | 37.14 | 3.140 | 0.4717 | 3448
after CTS | 38.45 | 3.459 | 0.4961 | 3570
after global routing | 38.45 | 3.284 | 0.5162 | 3570
final | 38.45 | 3.461 | 0.4824 | 3570
==> final timing paths <==
path / slack [ns] / endpoint / start
min in group asynchronous: 1.53 / send_data_reg[4] / rst
hold reg to reg: 0.48 / send_data_reg[0] / send_data_reg[0]
max in group asynchronous: 4.85 / dec_data_reg[9] / rst
setup reg to reg: 3.96 / dec_data_reg[13] / c_state[1]
hold / removal: 0.48 / send_data_reg[0] / send_data_reg[0]
setup / recovery: 3.46 / dec_data_reg[26] / i_sender_ready
==> routing by layer <==
layer | up-vias | global-route usage, % | wire length (um)
met2 | 76 | 18.12 | 2578
met4 | 0 | 0.8919 | 55
met3 | 7 | 2.125 | 389
li1 | 1022 | - | -
met5 | - | 0 | 0
met1 | 1020 | 21.64 | 2951
Power figures rest on the tool's default switching activity, not on a simulated workload.
