### run.sh
#!/bin/bash
# OpenROAD 26Q1-2900-gdf79404cd8, Yosys 0.63+post, stock flow scripts
make -C /OpenROAD-flow-scripts/flow DESIGN_CONFIG=/design/flow/config.mk WORK_HOME=/design/flow/orfs finish
### config.mk
export PLATFORM = sky130hd
export DESIGN_NAME = ram
export DESIGN_NICKNAME = ram
export VERILOG_FILES = /design/flow/design.v
export SDC_FILE = /design/flow/constraint.sdc
export NUM_CORES = 4
export LEC_CHECK = 1
export CORE_UTILIZATION = 50
export SYNTH_MEMORY_MAX_BITS = 65536
### constraint.sdc
current_design ram

set clk_period 35.6
set clk_io_pct 0.2

create_clock -name clk0 -period $clk_period [get_ports {clk}]

set non_clock_inputs [all_inputs -no_clocks]
set_input_delay [expr $clk_period * $clk_io_pct] -clock clk0 $non_clock_inputs
set_output_delay [expr $clk_period * $clk_io_pct] -clock clk0 [all_outputs]
### design.v
`timescale 1ns / 1ps
module ram (
    input            clk,
    input            we,
    input      [9:0] addr,    
    input      [7:0] wdata,
    output reg [7:0] rdata
);
    reg [7:0] ram[0:1023];   
    always @(posedge clk) begin
        if (we) begin
            ram[addr] <= wdata;
        end else begin
            rdata <= ram[addr];
        end
    end
endmodule
==> deck_impl_summary.md <==
Run Summary

Final timing
  – RSZ-0062 raised after global routing: false
  – Achievable Freq: 71.84 MHz
  – Skew final: 0.06104 ns
  – Setup-failing EPs final: 0
  – Worst setup margin: 21.68 ns
  – Post-layout period usage: 39.10%
  – Final Slew Violations: 3
  – Worst hold slack: 0.9543 ns
  – Final hold violation count: 0
  – Fin crit period: 13.92 ns
  – Headroom to the max-slew limit: -5.505%
  – Setup TNS: 0 ns
  – Slew @ Worst Pin: 1.581 ns

Yosys
  – Cells after Synth: 16240
  – Synth Register Bits: 8200
  – Yosys chip area: 315900 sq um
  – Post-synthesis async set-or-reset flop share: 0%
  – Top cell type's share of synthesized area: 77.95%
  – Dominant synthesized flop cell: edfxtp_1
  – Average size of a mapped cell: 19.46 sq um
  – Syn Std Cell Area: 315900 sq um
  – Yosys top cell by instances: edfxtp_1
  – Unique cell types: 57
  – Register area share after synthesis: 77.95%
  – Yosys top cell by area: edfxtp_1
  – Synth top cells by count: 8200 x edfxtp_1, 2255 x mux2i_1, 1225 x nor2_1
  – Ys cells: 16240
  – Biggest area cells: edfxtp_1 78%, mux2i_1 7.1%, mux4_2 6.9%
  – Count of library flops with an enable pin: 8200
  – Synth warn: 1

Floorplan
  – Die height: 796.9 microns
  – I/O pin total: 28
  – Die area: 635000 sq um
  – Initial Util: 50.24%
  – Die W: 796.9 microns
  – Core area: 628800 sq um
  – Num rows: 291

Drt
  – Final WL: 897.3 mm
  – Remaining DRCs: 0
  – DRT Pass-1 Iters: 6
  – Via density per instance: 6.162
  – Antenna-violating nets left: 0
  – Routed vias: 159500
  – Initial DRC count: 11310
  – Routed len/inst: 34.66 microns

Hold path
  – Hold Path Origin: ram[844][5]
  – Hold EP: rdata[5]
  – Path type of the worst min-delay path: flop to flop
  – Hold Crit Depth: 4

Status
  – Failing checks: capacitance limit, slew limit
  – Outcome: finished, violations left

Critical path
  – CP arrival: 14.76 ns
  – Crit path from: addr[1]
  – Worst Setup Start Kind: primary input
  – CP required: 36.44 ns
  – Critical path class: primary input to flop
  – Reg2reg end: rdata[2]
  – Worst r2r src: ram[190][2]
  – FF-to-FF path depth: 9
  – CP Capture Type: flop
  – Critical path fanouts, max: 50
  – R2R setup slack: 30.92 ns

Cells and area
  – Area delta synth->final: 11.90%
  – Non-Filler Instances: 25890
  – Final core utilization: 56.22%
  – Fill cells: 46000
  – Layout cells sized above 1: 16.73%

Clock tree
  – Longest Clk Path Bufs: 4
  – Post-CTS Resized: 0
  – Worst-path clk slew: 0.06 ns
  – Clock sink count: 8200
  – TritonCTS clock tree: built
  – Setup repair bufs after CTS: 0
  – Hold_buf cts: 0
  – H-tree Lvls: 6
  – Total CTS buffers: 818
  – Latency at later pin: 1.15 ns
  – Root Driver: clkbuf_16

Job
  – Max-cap violations: 1
  – Tool Warnings: 35

Placed design
  – Placed cells: 24340
  – IO buf count: 27
  – Post-DP HPWL: 553.8 mm
  – Post-Place Setup Slack: 20.36 ns
  – RePlAce Congestion: 0.9087

Global routing
  – First-pass GRT wire length: 1262 mm
  – Initial antenna violation count: 66
  – Gr usage total: 31.88%
  – Vias in the first global route: 170200
  – GRT overflow: 0
  – Largest net degree at the start of global routing: 118

Power and ir drop
  – P per Cell Area: 55.59 nW/um^2
  – Pleak: 114.3 nW
  – Maximum vdd drop: 0.00006136 V
==> placed cells by master (no fill, tap or decap), drive strengths merged, types with 57 or more instances in the layout <==
cell and instances:
nand3 159, edfxtp 8200, a22oi 222, clkbuf 1024
mux2i 2255, o2111ai 74, o22ai 878, diode 97
clkinv 357, buf 806, nor2 1226, nor4 243
o21ai 179, o221ai 57, nor3 72, mux4 964
a21oi 95, nand2 260
==> where the power goes <==
part | leakage, nW | total (mW) | internal (mW) | switching (mW)
logic | 28.5 | 0.875 | 0.262 | 0.613
registers | 73.7 | 10.6 | 10.6 | 0.00447
clock network | 12.2 | 8.14 | 4.56 | 3.58
==> critical path, stage by stage <==
cell	delay, ns
buf_16	0.24
buf_4	0.56
buf_4	0.60
buf_4	0.71
buf_4	0.74
buf_4	0.74
buf_4	0.50
buf_4	0.50
mux2i_1	0.26
o22ai_1	0.09
or4_1	0.61
a221oi_1	0.37
o31ai_1	0.32
and3_1	0.28
o21ai_1	0.53
buf_4	0.23
o211ai_1	0.08
==> state kept, by name, summed over array words and instances (netlist names) <==
register,count
ram,8192
rdata,8
==> how the worst max path moves through the flow <==
stage | endpoint | slack [ns] | cells past startpoint
global route | rdata[6] | 20.97 | 15
CTS | rdata[6] | 21.62 | 15
finish | rdata[7] | 21.68 | 17
==> metrics by stage <==
stage | instance area [sq um] | power (mW)
floorplan | 315900 | 11.27
global placement | 328200 | 11.71
detailed placement | 328200 | 11.71
CTS | 353200 | 19.75
global route | 353300 | 20.15
finish | 353500 | 19.65
==> routing by layer <==
| metal | GRT usage (%) | vias to the layer above | wire length, microns |
|---|---|---|---|
| met3 | 25.76 | 1601 | 168800 |
| met4 | 10.23 | 109 | 36670 |
| li1 | - | 67720 | - |
| met2 | 43.17 | 9345 | 406100 |
| met5 | 2.881 | - | 2334 |
| met1 | 41.25 | 80730 | 283400 |
==> logic make-up (layout without fill, tap and decap cells) <==
logic type             count (synthesis)  in the layout  share of synthesized area [%]
flip-flops                          8200           8200                          77.95
AND/OR/NAND/NOR                     2077           2077                          2.880
other                                  0             97                              0
multiplexers                        3242           3242                          14.10
buffers and inverters               1064           2268                          1.627
AND-OR/OR-AND                       1652           1652                          3.447
==> layout make-up <==
class                           instances  area, sq um  area share (%)
Sequential cell                      8200       246200           69.66
Antenna cell                           97        242.7         0.06867
Multi-Input combinational cell       6971        64990           18.39
Inverter                                2        7.507        0.002124
Tap cell                             8350        10450           2.956
Clock inverter                        427         3543           1.002
Timing Repair Buffer                  817         6564           1.857
Clock buffer                         1022        21450           6.068
Power is estimated from default activity; no workload was simulated.
